==> flow/design.v <==
`timescale 1 ns / 1 ns
module B_LUT
          (x_fxd,
           b);
  input   [6:0] x_fxd;   
  output  signed [20:0] b;   
  wire [6:0] B_LUT_k;   
  wire signed [20:0] B_LUT_2 [0:127];   
  wire signed [20:0] B_LUT_out1;   
  assign B_LUT_2[0] = 21'sb010110101000001100000;
  assign B_LUT_2[1] = 21'sb010111010100101111000;
  assign B_LUT_2[2] = 21'sb010111111111110100000;
  assign B_LUT_2[3] = 21'sb011000101001011001100;
  assign B_LUT_2[4] = 21'sb011001010001011100100;
  assign B_LUT_2[5] = 21'sb011001110111111010000;
  assign B_LUT_2[6] = 21'sb011010011100110000100;
  assign B_LUT_2[7] = 21'sb011010111111111101000;
  assign B_LUT_2[8] = 21'sb011011100001011101100;
  assign B_LUT_2[9] = 21'sb011100000001001111100;
  assign B_LUT_2[10] = 21'sb011100011111010010000;
  assign B_LUT_2[11] = 21'sb011100111011100010100;
  assign B_LUT_2[12] = 21'sb011101010101111111000;
  assign B_LUT_2[13] = 21'sb011101101110100110100;
  assign B_LUT_2[14] = 21'sb011110000101010110100;
  assign B_LUT_2[15] = 21'sb011110011010001110100;
  assign B_LUT_2[16] = 21'sb011110101101001101000;
  assign B_LUT_2[17] = 21'sb011110111110010001000;
  assign B_LUT_2[18] = 21'sb011111001101011000100;
  assign B_LUT_2[19] = 21'sb011111011010100011100;
  assign B_LUT_2[20] = 21'sb011111100101110000100;
  assign B_LUT_2[21] = 21'sb011111101110111111100;
  assign B_LUT_2[22] = 21'sb011111110110001111100;
  assign B_LUT_2[23] = 21'sb011111111011100000000;
  assign B_LUT_2[24] = 21'sb011111111110110001000;
  assign B_LUT_2[25] = 21'sb011111111111111111111;
  assign B_LUT_2[26] = 21'sb011111111111010011000;
  assign B_LUT_2[27] = 21'sb011111111100100100000;
  assign B_LUT_2[28] = 21'sb011111110111110101100;
  assign B_LUT_2[29] = 21'sb011111110001000111000;
  assign B_LUT_2[30] = 21'sb011111101000011010000;
  assign B_LUT_2[31] = 21'sb011111011101101110000;
  assign B_LUT_2[32] = 21'sb011111010001000100100;
  assign B_LUT_2[33] = 21'sb011111000010011110000;
  assign B_LUT_2[34] = 21'sb011110110001111011000;
  assign B_LUT_2[35] = 21'sb011110011111011101000;
  assign B_LUT_2[36] = 21'sb011110001011000101000;
  assign B_LUT_2[37] = 21'sb011101110100110100100;
  assign B_LUT_2[38] = 21'sb011101011100101100100;
  assign B_LUT_2[39] = 21'sb011101000010101111000;
  assign B_LUT_2[40] = 21'sb011100100110111101000;
  assign B_LUT_2[41] = 21'sb011100001001011001000;
  assign B_LUT_2[42] = 21'sb011011101010000100000;
  assign B_LUT_2[43] = 21'sb011011001001000000100;
  assign B_LUT_2[44] = 21'sb011010100110010000100;
  assign B_LUT_2[45] = 21'sb011010000001110110100;
  assign B_LUT_2[46] = 21'sb011001011011110100000;
  assign B_LUT_2[47] = 21'sb011000110100001011100;
  assign B_LUT_2[48] = 21'sb011000001011000000000;
  assign B_LUT_2[49] = 21'sb010111100000010100000;
  assign B_LUT_2[50] = 21'sb010110110100001010000;
  assign B_LUT_2[51] = 21'sb010110000110100100100;
  assign B_LUT_2[52] = 21'sb010101010111100110100;
  assign B_LUT_2[53] = 21'sb010100100111010011100;
  assign B_LUT_2[54] = 21'sb010011110101101101100;
  assign B_LUT_2[55] = 21'sb010011000010111000100;
  assign B_LUT_2[56] = 21'sb010010001110110111100;
  assign B_LUT_2[57] = 21'sb010001011001101101000;
  assign B_LUT_2[58] = 21'sb010000100011011101100;
  assign B_LUT_2[59] = 21'sb001111101100001011100;
  assign B_LUT_2[60] = 21'sb001110110011111010100;
  assign B_LUT_2[61] = 21'sb001101111010101110100;
  assign B_LUT_2[62] = 21'sb001101000000101011000;
  assign B_LUT_2[63] = 21'sb001100000101110011100;
  assign B_LUT_2[64] = 21'sb001011001010001011000;
  assign B_LUT_2[65] = 21'sb001010001101110110100;
  assign B_LUT_2[66] = 21'sb001001010000111001000;
  assign B_LUT_2[67] = 21'sb001000010011010110100;
  assign B_LUT_2[68] = 21'sb000111010101010010100;
  assign B_LUT_2[69] = 21'sb000110010110110001100;
  assign B_LUT_2[70] = 21'sb000101010111110111000;
  assign B_LUT_2[71] = 21'sb000100011000100111000;
  assign B_LUT_2[72] = 21'sb000011011001000101100;
  assign B_LUT_2[73] = 21'sb000010011001010110000;
  assign B_LUT_2[74] = 21'sb000001011001011101100;
  assign B_LUT_2[75] = 21'sb000000011001011111000;
  assign B_LUT_2[76] = 21'sb111111011001011111000;
  assign B_LUT_2[77] = 21'sb111110011001100001100;
  assign B_LUT_2[78] = 21'sb111101011001101010100;
  assign B_LUT_2[79] = 21'sb111100011001111110000;
  assign B_LUT_2[80] = 21'sb111011011010011111100;
  assign B_LUT_2[81] = 21'sb111010011011010011100;
  assign B_LUT_2[82] = 21'sb111001011100011110000;
  assign B_LUT_2[83] = 21'sb111000011110000010100;
  assign B_LUT_2[84] = 21'sb110111100000000101000;
  assign B_LUT_2[85] = 21'sb110110100010101001100;
  assign B_LUT_2[86] = 21'sb110101100101110100000;
  assign B_LUT_2[87] = 21'sb110100101001101000000;
  assign B_LUT_2[88] = 21'sb110011101110001001100;
  assign B_LUT_2[89] = 21'sb110010110011011100100;
  assign B_LUT_2[90] = 21'sb110001111001100011100;
  assign B_LUT_2[91] = 21'sb110001000000100011100;
  assign B_LUT_2[92] = 21'sb110000001000011111000;
  assign B_LUT_2[93] = 21'sb101111010001011010100;
  assign B_LUT_2[94] = 21'sb101110011011011000100;
  assign B_LUT_2[95] = 21'sb101101100110011101000;
  assign B_LUT_2[96] = 21'sb101100110010101011000;
  assign B_LUT_2[97] = 21'sb101100000000000110000;
  assign B_LUT_2[98] = 21'sb101011001110110000100;
  assign B_LUT_2[99] = 21'sb101010011110101110100;
  assign B_LUT_2[100] = 21'sb101001110000000010100;
  assign B_LUT_2[101] = 21'sb101001000010101111100;
  assign B_LUT_2[102] = 21'sb101000010110111000000;
  assign B_LUT_2[103] = 21'sb100111101100011111100;
  assign B_LUT_2[104] = 21'sb100111000011101000000;
  assign B_LUT_2[105] = 21'sb100110011100010100000;
  assign B_LUT_2[106] = 21'sb100101110110100111000;
  assign B_LUT_2[107] = 21'sb100101010010100010000;
  assign B_LUT_2[108] = 21'sb100100110000001000000;
  assign B_LUT_2[109] = 21'sb100100001111011010100;
  assign B_LUT_2[110] = 21'sb100011110000011100100;
  assign B_LUT_2[111] = 21'sb100011010011001111100;
  assign B_LUT_2[112] = 21'sb100010110111110101000;
  assign B_LUT_2[113] = 21'sb100010011110001111100;
  assign B_LUT_2[114] = 21'sb100010000110011111100;
  assign B_LUT_2[115] = 21'sb100001110000100111100;
  assign B_LUT_2[116] = 21'sb100001011100101000100;
  assign B_LUT_2[117] = 21'sb100001001010100011100;
  assign B_LUT_2[118] = 21'sb100000111010011010000;
  assign B_LUT_2[119] = 21'sb100000101100001100100;
  assign B_LUT_2[120] = 21'sb100000011111111100100;
  assign B_LUT_2[121] = 21'sb100000010101101010100;
  assign B_LUT_2[122] = 21'sb100000001101010111000;
  assign B_LUT_2[123] = 21'sb100000000111000010100;
  assign B_LUT_2[124] = 21'sb100000000010101110000;
  assign B_LUT_2[125] = 21'sb100000000000011001000;
  assign B_LUT_2[126] = 21'sb100000000000000100000;
  assign B_LUT_2[127] = 21'sb100000000001101111000;
  assign B_LUT_k = (x_fxd == 7'b0000000 ? 7'b0000000 :
              (x_fxd == 7'b1111111 ? 7'b1111111 :
              x_fxd));
  assign B_LUT_out1 = B_LUT_2[B_LUT_k];
  assign b = B_LUT_out1;
endmodule   
==> flow/run.sh <==
#!/bin/bash
# OpenROAD 26Q1-2900-gdf79404cd8, Yosys 0.63+post, stock flow scripts
make -C /OpenROAD-flow-scripts/flow DESIGN_CONFIG=/design/flow/config.mk WORK_HOME=/design/flow/orfs finish
==> flow/config.mk <==
export PLATFORM = sky130hd
export DESIGN_NAME = B_LUT
export DESIGN_NICKNAME = B_LUT
export VERILOG_FILES = /design/flow/design.v
export SDC_FILE = /design/flow/constraint.sdc
export NUM_CORES = 4
export LEC_CHECK = 1
export CORE_UTILIZATION = 30
==> flow/constraint.sdc <==
current_design B_LUT

set clk_period 8.3
set clk_io_pct 0.2

create_clock -name clk0 -period $clk_period

set non_clock_inputs [all_inputs -no_clocks]
set_input_delay [expr $clk_period * $clk_io_pct] -clock clk0 $non_clock_inputs
set_output_delay [expr $clk_period * $clk_io_pct] -clock clk0 [all_outputs]
==> Changelog: implementation <==
### Changed

- Fin crit share: 78.5%
- Final Slew Violations: 0
- Worst-Margin Slew: 0.978 ns
- # setup viols final: 0
- Total power: 271 uW
- Max Cap Viol: 0
- Slowest stage cell, crit path: nor2_1
- Die width: 116 um
- Clock buffers: 0
- Crit Path Category: in -> out
- Global route overflow: 0
- Seq/Total Area, Yosys: 0%
- Worst Path Arrival: 4.86 ns
- Via/cell ratio: 7.65
- Area leader, netlist: nor2_1
- Gates resized, CTS repair: 0
- PD cells: 66.2 mW/mm^2
- Area leader share: 6.31%
- Post-synth area hogs: nor2_1, o32ai_1, buf_2
- Total track usage: 41.4%
- FP Core Util: 30.8%
- Total die size: 0.0133 sq mm
- CP required: 6.64 ns
- Yosys stat area: 0.00387 sq mm
- Layout cells sized above 1: 8.24%
- Final HPWL DP: 19.2 mm
- Wirelength per Cell: 34.4 um
- Largest net degree at the start of global routing: 72
- Avg Cell Area, Syn: 6.05 sq um
- Cell Rows: 41
- Via Count: 5958
- Worst setup SP type: primary input
- Critical path endpoint category: primary output
- Worst stage delay on the critical path: 0.72 ns
- DIE HEIGHT: 116 um
- Hold Crit Class: in -> out
- Final Hold Fails: 0
- Filler cells: 1441
- Initial antenna violation count: 0
- Slew HR: 34.7%
- Top cell excl fill/tap: nor2_1
- Minimum clock period after layout: 6.52 ns
- Num ports: 28
- Ys cells: 639
- Outcome: completed
- Core area: 0.0126 sq mm
- Combinational gate area: 0.00338 sq mm
- Port buffer count: 28
- Antenna Nets Post-Route: 0
- Top delay family on crit path: simple AND/OR/NAND/NOR gates
- Synth unique cells: 71
- Peak VDD IR: 0.0450 mV
- Antenna fix cells: 0
- Layout area overhead: 5.79%
- Crit path buf inv count: 2
- Pre-antenna DRT Iters: 7
- Leak: 0.00122 uW
- RSZ-0062 raised after global routing: no
- Global-route wire length before repair: 39.1 mm
- Vias in the first global route: 5485
- Hold path start: x_fxd[2]
- Initial detailed-routing violation count: 1100
- Most common logic cells in the final layout: nor2_1, nand2_1, a21oi_1, nor3_1, o21ai_0
- Setup_tns: 0 ns
- Cts hold-fix bufs: 0
- Flip-flop and latch area: 0 sq um
- CP Cell Sequence: buf_2, nand2b_1, nor2_1, a22oi_1, o211ai_1, nor2_1, nand3_1, clkdlybuf4s50_1
- Most common cell on crit path: nor2_1
- Mapped cell area: 0.00387 sq mm
- Maximum clock rate: 153 MHz
- Tool warnings: 32
- Total wire length: 26.8 mm
- Ys Warns: 1
- Gpl congestion: 1.15
- CP Launch Point: x_fxd[4]
- Num sequential: 0
- Mapped Cells: 639
- Post-CTS Setup Bufs: 0
- Critical path peak fanout: 31
- Drc violations: 0
-- path summary, 6_finish.rpt --
path / to / slack (ns) / cells past startpoint
setup / recovery: b[12] / 1.78 / 8
hold / removal: b[7] / 4.28 / 5
-- through the flow --
stage	utilization, %	hold slack [ns]	instances	worst slack (ns)	instance area, sq um
after detailed placement	32.5	4.27	779	1.98	4090
after floorplan	-	3.60	639	3.56	3870
after CTS	32.5	4.28	779	1.98	4090
after global placement	32.5	4.28	779	1.89	4090
final	32.5	4.28	779	1.78	4090
after global routing	32.5	4.32	779	1.75	4090
-- cells in the mapped netlist (all sizes together), types with 7 or more instances --
master,n
nand2b,30
buf,64
o21ai,33
o211ai,9
a211oi,11
o32ai,27
a32oi,15
nor3,35
a21oi,43
nand2,50
nor2,67
nor2b,21
and2,7
nand4,12
a22oi,9
clkbuf,22
or2,8
o22ai,23
nor4,18
a2111oi,7
nand3,26
a31oi,9
-- tightest hold or removal path, stage by stage --
cell and delay (ns):
buf_2 0.14, o2bb2ai_1 0.15, nand2_1 0.13, nand4_1 0.12
clkdlybuf4s50_1 0.43
-- final cells by class --
class	count	area share [%]
Multi-Input combinational cell	548	82.6
Timing Repair Buffer	54	11.7
Tap cell	172	5.26
Inverter	5	0.459
-- logic make-up after synthesis --
kind of cell / share of synthesized area (%)
AOI/OAI and AO/OA: 45.0
xor gates and xnor gates: 1.33
and+or+nand+nor: 39.5
buffers and inverters: 12.6
muxes: 1.59
-- power breakdown --
group          internal (uW)  switching (uW)  total, uW
combinational           89.8             181        271
sequential                 0               0          0
clock                      0               0          0
total                   89.8             181        271
-- routing by layer --
metal  track usage (%)  routed length (um)
met1              54.5                9870
met2              58.6               10700
met5                 0                   0
met3              13.5                3990
met4              25.1                2200
No activity file was given, so power comes from the tool's default toggle rates.
