==> flow/design.v <==
`timescale 1 ns / 1 ns
module A_LUT
          (x_fxd,
           a);
  input   [6:0] x_fxd;   
  output  signed [20:0] a;   
  wire [6:0] A_LUT_k;   
  wire signed [20:0] A_LUT_2 [0:127];   
  wire signed [20:0] A_LUT_out1;   
  assign A_LUT_2[0] = 21'sb110100101011111011000;
  assign A_LUT_2[1] = 21'sb110101000010111001101;
  assign A_LUT_2[2] = 21'sb110101011010100100000;
  assign A_LUT_2[3] = 21'sb110101110010111000101;
  assign A_LUT_2[4] = 21'sb110110001011110110001;
  assign A_LUT_2[5] = 21'sb110110100101011010111;
  assign A_LUT_2[6] = 21'sb110110111111100101011;
  assign A_LUT_2[7] = 21'sb110111011010010011110;
  assign A_LUT_2[8] = 21'sb110111110101100100101;
  assign A_LUT_2[9] = 21'sb111000010001010110001;
  assign A_LUT_2[10] = 21'sb111000101101100110011;
  assign A_LUT_2[11] = 21'sb111001001010010100000;
  assign A_LUT_2[12] = 21'sb111001100111011100110;
  assign A_LUT_2[13] = 21'sb111010000100111111010;
  assign A_LUT_2[14] = 21'sb111010100010111001010;
  assign A_LUT_2[15] = 21'sb111011000001001001010;
  assign A_LUT_2[16] = 21'sb111011011111101101000;
  assign A_LUT_2[17] = 21'sb111011111110100010111;
  assign A_LUT_2[18] = 21'sb111100011101101000110;
  assign A_LUT_2[19] = 21'sb111100111100111100111;
  assign A_LUT_2[20] = 21'sb111101011100011101001;
  assign A_LUT_2[21] = 21'sb111101111100000111101;
  assign A_LUT_2[22] = 21'sb111110011011111010011;
  assign A_LUT_2[23] = 21'sb111110111011110011011;
  assign A_LUT_2[24] = 21'sb111111011011110000101;
  assign A_LUT_2[25] = 21'sb111111111011110000001;
  assign A_LUT_2[26] = 21'sb000000011011101111111;
  assign A_LUT_2[27] = 21'sb000000111011101110000;
  assign A_LUT_2[28] = 21'sb000001011011101000010;
  assign A_LUT_2[29] = 21'sb000001111011011100111;
  assign A_LUT_2[30] = 21'sb000010011011001001110;
  assign A_LUT_2[31] = 21'sb000010111010101100111;
  assign A_LUT_2[32] = 21'sb000011011010000100100;
  assign A_LUT_2[33] = 21'sb000011111001001110011;
  assign A_LUT_2[34] = 21'sb000100011000001000101;
  assign A_LUT_2[35] = 21'sb000100110110110001011;
  assign A_LUT_2[36] = 21'sb000101010101000110110;
  assign A_LUT_2[37] = 21'sb000101110011000110111;
  assign A_LUT_2[38] = 21'sb000110010000101111110;
  assign A_LUT_2[39] = 21'sb000110101101111111100;
  assign A_LUT_2[40] = 21'sb000111001010110100100;
  assign A_LUT_2[41] = 21'sb000111100111001100110;
  assign A_LUT_2[42] = 21'sb001000000011000110101;
  assign A_LUT_2[43] = 21'sb001000011110100000010;
  assign A_LUT_2[44] = 21'sb001000111001011000000;
  assign A_LUT_2[45] = 21'sb001001010011101100001;
  assign A_LUT_2[46] = 21'sb001001101101011011001;
  assign A_LUT_2[47] = 21'sb001010000110100011001;
  assign A_LUT_2[48] = 21'sb001010011111000010111;
  assign A_LUT_2[49] = 21'sb001010110110111000101;
  assign A_LUT_2[50] = 21'sb001011001110000010111;
  assign A_LUT_2[51] = 21'sb001011100100100000011;
  assign A_LUT_2[52] = 21'sb001011111010001111100;
  assign A_LUT_2[53] = 21'sb001100001111001111000;
  assign A_LUT_2[54] = 21'sb001100100011011101101;
  assign A_LUT_2[55] = 21'sb001100110110111010000;
  assign A_LUT_2[56] = 21'sb001101001001100010111;
  assign A_LUT_2[57] = 21'sb001101011011010111010;
  assign A_LUT_2[58] = 21'sb001101101100010101111;
  assign A_LUT_2[59] = 21'sb001101111100011101110;
  assign A_LUT_2[60] = 21'sb001110001011101101111;
  assign A_LUT_2[61] = 21'sb001110011010000101010;
  assign A_LUT_2[62] = 21'sb001110100111100011000;
  assign A_LUT_2[63] = 21'sb001110110100000110011;
  assign A_LUT_2[64] = 21'sb001110111111101110011;
  assign A_LUT_2[65] = 21'sb001111001010011010011;
  assign A_LUT_2[66] = 21'sb001111010100001001110;
  assign A_LUT_2[67] = 21'sb001111011100111100000;
  assign A_LUT_2[68] = 21'sb001111100100110000010;
  assign A_LUT_2[69] = 21'sb001111101011100110011;
  assign A_LUT_2[70] = 21'sb001111110001011101110;
  assign A_LUT_2[71] = 21'sb001111110110010110000;
  assign A_LUT_2[72] = 21'sb001111111010001110111;
  assign A_LUT_2[73] = 21'sb001111111101001000000;
  assign A_LUT_2[74] = 21'sb001111111111000001100;
  assign A_LUT_2[75] = 21'sb001111111111111010111;
  assign A_LUT_2[76] = 21'sb001111111111110100011;
  assign A_LUT_2[77] = 21'sb001111111110101101111;
  assign A_LUT_2[78] = 21'sb001111111100100111100;
  assign A_LUT_2[79] = 21'sb001111111001100001010;
  assign A_LUT_2[80] = 21'sb001111110101011011100;
  assign A_LUT_2[81] = 21'sb001111110000010110011;
  assign A_LUT_2[82] = 21'sb001111101010010010010;
  assign A_LUT_2[83] = 21'sb001111100011001111100;
  assign A_LUT_2[84] = 21'sb001111011011001110100;
  assign A_LUT_2[85] = 21'sb001111010010001111111;
  assign A_LUT_2[86] = 21'sb001111001000010100000;
  assign A_LUT_2[87] = 21'sb001110111101011011110;
  assign A_LUT_2[88] = 21'sb001110110001100111101;
  assign A_LUT_2[89] = 21'sb001110100100111000011;
  assign A_LUT_2[90] = 21'sb001110010111001110110;
  assign A_LUT_2[91] = 21'sb001110001000101011110;
  assign A_LUT_2[92] = 21'sb001101111001010000010;
  assign A_LUT_2[93] = 21'sb001101101000111101001;
  assign A_LUT_2[94] = 21'sb001101010111110011100;
  assign A_LUT_2[95] = 21'sb001101000101110100011;
  assign A_LUT_2[96] = 21'sb001100110011000000111;
  assign A_LUT_2[97] = 21'sb001100011111011010001;
  assign A_LUT_2[98] = 21'sb001100001011000001100;
  assign A_LUT_2[99] = 21'sb001011110101111000001;
  assign A_LUT_2[100] = 21'sb001011011111111111100;
  assign A_LUT_2[101] = 21'sb001011001001011000110;
  assign A_LUT_2[102] = 21'sb001010110010000101100;
  assign A_LUT_2[103] = 21'sb001010011010000111001;
  assign A_LUT_2[104] = 21'sb001010000001011111000;
  assign A_LUT_2[105] = 21'sb001001101000001110111;
  assign A_LUT_2[106] = 21'sb001001001110011000010;
  assign A_LUT_2[107] = 21'sb001000110011111100110;
  assign A_LUT_2[108] = 21'sb001000011000111110000;
  assign A_LUT_2[109] = 21'sb000111111101011101101;
  assign A_LUT_2[110] = 21'sb000111100001011101100;
  assign A_LUT_2[111] = 21'sb000111000100111111010;
  assign A_LUT_2[112] = 21'sb000110101000000100101;
  assign A_LUT_2[113] = 21'sb000110001010101111101;
  assign A_LUT_2[114] = 21'sb000101101101000001111;
  assign A_LUT_2[115] = 21'sb000101001110111101010;
  assign A_LUT_2[116] = 21'sb000100110000100011111;
  assign A_LUT_2[117] = 21'sb000100010001110111010;
  assign A_LUT_2[118] = 21'sb000011110010111001101;
  assign A_LUT_2[119] = 21'sb000011010011101100111;
  assign A_LUT_2[120] = 21'sb000010110100010010110;
  assign A_LUT_2[121] = 21'sb000010010100101101100;
  assign A_LUT_2[122] = 21'sb000001110100111110111;
  assign A_LUT_2[123] = 21'sb000001010101001001000;
  assign A_LUT_2[124] = 21'sb000000110101001101110;
  assign A_LUT_2[125] = 21'sb000000010101001111001;
  assign A_LUT_2[126] = 21'sb111111110101001111010;
  assign A_LUT_2[127] = 21'sb111111010101010000001;
  assign A_LUT_k = (x_fxd == 7'b0000000 ? 7'b0000000 :
              (x_fxd == 7'b1111111 ? 7'b1111111 :
              x_fxd));
  assign A_LUT_out1 = A_LUT_2[A_LUT_k];
  assign a = A_LUT_out1;
endmodule   
==> flow/run.sh <==
#!/bin/bash
# OpenROAD 26Q1-2900-gdf79404cd8, Yosys 0.63+post, stock flow scripts
make -C /OpenROAD-flow-scripts/flow DESIGN_CONFIG=/design/flow/config.mk WORK_HOME=/design/flow/orfs finish
==> flow/config.mk <==
export PLATFORM = sky130hd
export DESIGN_NAME = A_LUT
export DESIGN_NICKNAME = A_LUT
export VERILOG_FILES = /design/flow/design.v
export SDC_FILE = /design/flow/constraint.sdc
export NUM_CORES = 4
export LEC_CHECK = 1
export CORE_UTILIZATION = 30
==> flow/constraint.sdc <==
current_design A_LUT

set clk_period 4.5
set clk_io_pct 0.2

create_clock -name clk0 -period $clk_period

set non_clock_inputs [all_inputs -no_clocks]
set_input_delay [expr $clk_period * $clk_io_pct] -clock clk0 $non_clock_inputs
set_output_delay [expr $clk_period * $clk_io_pct] -clock clk0 [all_outputs]
==> summary.txt <==
Placer congestion estimate -> 1.17
Hold_sp -> x_fxd[4]
Post-DP HPWL -> 29800 microns
Yosys cell count -> 750
Gate Area -> 4000 sq um
Critical path class -> in2out
Yosys top cell by area -> nor2_1
Post-Synthesis Cells -> 750
Final setup viols -> 0
Starting Density -> 30.9%
Register Area -> 0 sq um
Final period util -> 99.7%
Vias -> 8075
Yosys stat area -> 4530 sq um
Core Rows -> 44
Initial antenna violation count -> 1
Yosys Warn Count -> 1
Via density per instance -> 7.53
Critical path peak fanout -> 24
Largest cells by area -> nor2_1, a21oi_1, nand2_1
# DRC -> 0
Area share, top type -> 6.71%
Num ports -> 28
Pint -> 284 uW
Post-route ant nets -> 0
Max frequency -> 223 MHz
Post-synth cell types -> 78
Worst hold endpoint -> a[11]
Status -> completed
Post-Place Setup Slack -> -88.1 ps
Worst slew pin tran -> 1070 ps
Area grow syn2layout -> 35.9%
Setup total negative slack -> 0 ps
Top cells excl fill/tap -> buf_4, nor2_1, nand2_1, a21oi_1, o21ai_0
Total power per unit cell area -> 118 nW/um^2
Input/output buffers -> 28
Final number of hold-violating endpoints -> 0
Gr usage total -> 49.2%
Syn_area_per_cell -> 6.04 sq um
DRT iter0 DRCs -> 1663
RSZ-0062 raised after global routing -> false
Fillers -> 1582
Worst EP required -> 3600 ps
Core area -> 14600 sq um
Synth Cell Area -> 4530 sq um
Utilization after layout -> 42.0%
Vias in the first global route -> 7478
Layout cells sized above 1 -> 26.8%
Tool Warnings -> 32
Psw -> 441 uW
GR Overflow Total -> 0
HP Class -> in2out
Arrival @ worst endpoint -> 3590 ps
Die Y -> 125 microns
Post-route setup slack -> 12.9 ps
Peak supply drop -> 0.0784 mV
Seq/Total Area, Yosys -> 0%
Largest net degree at the start of global routing -> 42
Final min period -> 4490 ps
Total power -> 725 uW
CTS Hold Bufs -> 0
Most used logic cell in the final layout -> buf_4
Clock buffer count -> 0
Worst rel slew slack -> 28.6%
Drt total wl -> 38500 microns
Chip width -> 125 microns
Pins over their slew limit -> 0
First-pass DRT Iterations -> 25
DIE AREA -> 15600 sq um
Leakage -> 2.37 nW
Maxcap violations -> 0
Hold depth -> 4
CP Launch Type -> primary input
First-pass GRT wire length -> 54300 microns
Critical Path Sink Type -> primary output
Seq Cell Count -> 0
WL/cell -> 35.9 microns
Sw Ratio -> 60.8%
Worst hold slack -> 2820 ps
power by group through the flow:
stage	logic (mW)	clock network [mW]	registers, mW
CTS	0.673	0	0
global route	0.733	0	0
worst max-delay path by stage:
stage | startpoint | end | slack (ps) | cells past startpoint
CTS | x_fxd[2] | a[11] | 20 | 10
global route | x_fxd[3] | a[13] | 30 | 9
finish | x_fxd[5] | a[10] | 10 | 9
cell usage after synthesis, drive strengths merged (3+ instances only):
| master | count |
|---|---|
| or4b | 3 |
| or2b | 3 |
| a21o | 3 |
| and2 | 11 |
| clkbuf | 24 |
| nor4 | 11 |
| a211o | 5 |
| buf | 70 |
| nor3 | 32 |
| o311ai | 4 |
| or2 | 11 |
| nand3 | 29 |
| o211ai | 10 |
| o32a | 3 |
| o21ai | 47 |
| a31oi | 9 |
| nand3b | 5 |
| o31ai | 10 |
| a221oi | 7 |
| nand2b | 24 |
| a211oi | 9 |
| o32ai | 11 |
| nor3b | 5 |
| xnor2 | 5 |
| a22oi | 17 |
| a2111oi | 4 |
| o22ai | 32 |
| nor4b | 3 |
| o221ai | 6 |
| mux2i | 3 |
| or3b | 3 |
| and3 | 7 |
| a32oi | 17 |
| nand4 | 27 |
| a32o | 5 |
| nor2b | 20 |
| a22o | 4 |
| nor4bb | 4 |
| nand2 | 65 |
| nand4b | 4 |
| nor2 | 83 |
| a21oi | 50 |
| or3 | 8 |
critical path, cell delays in order:
cell and delay [ps]:
clkbuf_4 320, buf_4 320, nor4bb_2 660, a22oi_1 180, a211oi_1 270, buf_4 190, a211o_1 140, or3_1 140
clkdlybuf4s50_1 460
cell families after synthesis:
group,after synthesis,share of synthesized area [%]
muxes,3,0.663
buffers and inverters,98,12.3
AOI/OAI and AO/OA,277,42.4
and+or+nand+nor,365,43.2
xor gates and xnor gates,7,1.52
per-layer routing:
layer | GRT usage, % | routed length (microns) | vias to the layer above
met4 | 32.2 | 3620 | 2
met1 | 62.1 | 13800 | 3747
met3 | 20.3 | 6300 | 266
met2 | 68.4 | 14800 | 871
li1 | - | - | 3189
met5 | 0 | 40 | -
through the flow:
stage | instance area (sq um) | instances
finish | 6150 | 1072
CTS | 6110 | 1068
global route | 6140 | 1068
floorplan | 4530 | 750
detailed placement | 6100 | 1068
global placement | 6100 | 1068
layout make-up:
cell class / count / area share (%)
timing repair buffer: 229 / 30.9
tap: 184 / 3.74
antenna: 4 / 0.163
multi-input combinational: 652 / 65.0
inverter: 3 / 0.183
repair_timing:
action	4_1_cts	5_1_grt
endpoints found under the setup margin	1	8
buffers inserted	0	0
endpoints found under the hold margin	0	0
gates resized	1	9
Power and IR drop assume default switching activity.
